**./config.mk**
```make
export PLATFORM = sky130hd
export DESIGN_NAME = Data_Memory
export DESIGN_NICKNAME = Data_Memory
export VERILOG_FILES = /design/flow/design.v
export SDC_FILE = /design/flow/constraint.sdc
export NUM_CORES = 4
export LEC_CHECK = 1
export CORE_UTILIZATION = 50
export SYNTH_MEMORY_MAX_BITS = 65536
```
**./constraint.sdc**
```tcl
current_design Data_Memory

set clk_period 68.9
set clk_io_pct 0.2

create_clock -name clk0 -period $clk_period [get_ports {clk}]

set non_clock_inputs [all_inputs -no_clocks]
set_input_delay [expr $clk_period * $clk_io_pct] -clock clk0 $non_clock_inputs
set_output_delay [expr $clk_period * $clk_io_pct] -clock clk0 [all_outputs]
```
**./design.v**
```verilog
module Data_Memory(clk, Addres, WriteData, ReadData, MemRead, MemWrite);
input clk;  
input [63:0] Addres , WriteData;
input MemRead, MemWrite;
output reg [63:0] ReadData;
reg [63:0] Memory[0:255];
always @(posedge clk)
 begin
if(MemWrite == 1'b1)
  begin
    Memory[Addres] <= WriteData;
  end
  if (MemRead == 1'b1)
    begin 
      ReadData <= Memory[Addres];
    end
  end
endmodule
```
**./run.sh**
```bash
#!/bin/bash
# OpenROAD 26Q1-2900-gdf79404cd8, Yosys 0.63+post, stock flow scripts
make -C /OpenROAD-flow-scripts/flow DESIGN_CONFIG=/design/flow/config.mk WORK_HOME=/design/flow/orfs finish
```
==> results.py <==
# Flow results
metrics = {
    "sta": {
        "worst-slew-pin-transition_ps": 1180,
        "rsz0062_at_grt": "false",
        "tns_ps": 0,
        "whs_ps": 1019,
        "setup_viol": 0,
        "hold_violations": 0,
        "fmax_mhz": 46.19,
        "min_period_ps": 21650,
        "min_period_over_period": 0.3142,
        "slew_headroom": 0.2135,
        "drv_slew": 0,
        "finClkSkew_ps": 135.7,
    },
    "logic_synthesis": {
        "yosys_area_um2": 617200,
        "syn_inst": 25810,
        "avgSynthCellArea_um2": 23.91,
        "ys_seq_frac": 0.8003,
        "synthesis.area_um2": 617200,
        "synth_warnings": 1,
        "ys_cells": 25810,
        "synth_flops": 16450,
        "synthDistinctLibCells": 22,
    },
    "cells_and_area": {
        "drive_gt1_frac": 0.2964,
        "final-comb-area_um2": 120800,
        "fin_util": 0.5723,
        "area_delta_synth_final_pct": 13.99,
        "fillCellCount": 86200,
        "final_cell_count_no_fill": 45670,
        "seqCellArea_um2": 493900,
    },
    "worst_setup_path": {
        "crit_path_top_delay_cell": "o41ai_2",
        "crit_path_cell_trace": "buf_16 > buf_4 > buf_4 > buf_4 > buf_4 > buf_12 > buf_4 > buf_4 > buf_4 > buf_4 > buf_12 > mux4_2 > a22oi_1 > a21oi_1 > o41ai_2 > buf_4 > nand4_1",
        "cpPeakStageDelay_ps": 970,
        "crit_buf_inv": 12,
        "critPathKind": "in2reg",
        "crit_top_cell": "buf_4",
        "crit_family": "buffers and inverters",
        "cp.arrival_ps": 22690,
        "critPathCaptureType": "flip-flop",
        "worstPathMaxFanout": 78,
        "required_ps": 69940,
        "cp-start-kind": "input port",
    },
    "detailed_routing": {
        "drtIter0Drc": 20300,
        "drt-total-wl_um": 1759000,
        "first_pass_iters": 5,
        "via_per_inst": 6.382,
        "wl_per_cell_um": 38.50,
        "ant_nets": 0,
        "drcViolationCount": 0,
        "vias": 291500,
    },
    "cts": {
        "htree_levels": 7,
        "clock_sinks": 16450,
        "cts_resized": 0,
        "cts_tree": "yes",
        "post-cts-setup-buffers": 0,
        "numCtsBuffers": 1714,
        "clk_path_buf_depth": 6,
        "clkTransAtPathRegs_ps": 60,
        "cts-hold-fix-buffers": 0,
        "insertion_delay_ps": 1330,
        "cts_root_buf": "clkbuf_16",
    },
    "flow_run": {
        "drv_cap": 0,
        "warnings": 90,
    },
    "global_routing": {
        "overflow": 0,
        "antenna_found_initial": 98,
        "grt.total_usage": 0.3257,
        "grt_pass1_wl_um": 2451000,
        "grt_start_max_net_pins": 105,
        "grt_pass1_vias": 325900,
    },
    "floorplanning": {
        "die_height_um": 1113,
        "core_area_um2": 1229000,
        "fp_util": 0.5021,
        "num_rows": 407,
        "dieArea_um2": 1239000,
        "die_w_um": 1113,
        "io_pins": 195,
    },
    "pwr": {
        "irDropWorstVdd_uv": 24.27,
        "power.density_nw_per_um2": 29.52,
        "leakagePower_uw": 0.2164,
    },
    "place": {
        "port_buffers": 138,
        "gp_routability_congestion": 0.8905,
        "dp_hpwl_um": 1033000,
        "dp.cells": 42490,
    },
    "min_path": {
        "worstHoldPathType": "reg2reg",
    },
    "status": {
        "outcome": "completed",
    },
}
-- registers in the layout (all words and copies together) (netlist names) --
| signal | cells |
|---|---|
| Memory | 16384 |
| ReadData | 64 |
-- per-layer routing --
metal  routed length (um)  vias up  GRT usage
met5                 7602        -    0.04417
met4                86330      133     0.1184
met3               390200     3135     0.3074
met2               803200    22740     0.4389
met1               471200   148300     0.3663
li1                     -   117200          -
-- per-stage QoR --
stage / setup WS [ps] / total power [uW] / area, um^2
detailed placement: 46110 / 12220 / 650500
CTS: 47500 / 20880 / 703100
floorplan: 48910 / 11710 / 617200
global placement: 46020 / 12200 / 650500
finish: 47250 / 20770 / 703500
global route: 46860 / 21310 / 703400
-- tightest hold or removal path, cell delays in order, from the launching register on --
cell	delay, ps
edfxtp_1	320
mux4_2	220
a22oi_1	60
a21oi_1	130
o41ai_1	110
nand4_1	110
-- path summary, 6_finish.rpt --
check / startpoint / end / slack, ps / cells past startpoint
max reg2reg: Memory[218][36] / ReadData[36] / 65590 / 6
max: Addres[1] / ReadData[26] / 47250 / 17
min reg2reg: Memory[0][59] / ReadData[59] / 1020 / 5
min: Memory[0][59] / ReadData[59] / 1020 / 5
-- cells in the final DEF, fill, tap and decap left out, types with 12 or more instances in the layout --
master	n
clkinv_8	12
diode_2	172
edfxtp_1	16450
clkinv_2	294
nor2_4	228
nor3_2	30
a22oi_1	2048
nand4_1	64
clkbuf_1	348
clkinvlp_4	35
o41ai_2	180
a21oi_1	1023
inv_6	13
clkbuf_16	1740
buf_8	64
mux4_2	4096
clkdlybuf4s50_1	71
buf_12	51
o41ai_4	34
buf_4	1684
clkinv_1	430
o41ai_1	42
bufinv_16	128
-- final cells by class --
| class | count | area share |
|---|---|---|
| clock buffer | 2088 | 0.06375 |
| inverter | 1 | 0.000005336 |
| antenna | 172 | 0.0006118 |
| clock inverter | 923 | 0.01090 |
| multi-input combinational | 7810 | 0.1717 |
| tap | 16360 | 0.02910 |
| timing repair buffer | 1872 | 0.02188 |
| sequential | 16450 | 0.7021 |
-- power by group --
part	internal (uW)	leakage, uW	switching [uW]	total (uW)
clock network	5060	0.0257	3700	8760
registers	11000	0.148	19.7	11100
logic	318	0.0428	630	948
-- synth_stat cells --
cell / number / area (um^2)
edfxtp_1: 16450 / 493900
mux4_2: 4096 / 92250
a22oi_1: 2048 / 15370
a21oi_1: 1024 / 5125
clkbuf_1: 957 / 3592
buf_2: 388 / 1942
o41ai_1: 256 / 2242
nor2_1: 232 / 870.8
buf_1: 141 / 529.3
nand4_1: 64 / 400.4
buf_4: 55 / 412.9
nor3_1: 30 / 150.1
nand2_1: 28 / 105.1
nand3_1: 13 / 65.06
buf_6: 9 / 101.4
nor2b_1: 7 / 43.79
nand2b_1: 6 / 37.54
and2_1: 2 / 12.51
or2_2: 2 / 12.51
and2_0: 1 / 6.260
inv_1: 1 / 3.750
or3_1: 1 / 6.260
-- kinds of logic (layout without fill, tap and decap cells) --
group / Yosys count / after routing / share of synthesized area
multiplexers: 4096 / 4096 / 0.1495
AND-OR/OR-AND: 3328 / 3328 / 0.03685
AND/OR/NAND/NOR: 386 / 386 / 0.002771
flip-flops: 16450 / 16450 / 0.8003
buffers and inverters: 1551 / 4884 / 0.01066
other: 0 / 172 / 0
Power is estimated from default activity; no workload was simulated.
