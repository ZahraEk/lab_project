$ cat /design/flow/design.v
module ALU(clk ,ReadData1 , ReadData2, AluCout,Result, Zero);
input clk;
input [63:0] ReadData1,ReadData2;
wire [63:0] Rd1,Rd2;
input [3:0] AluCout;
output reg [63:0] Result;
output reg Zero;
assign Rd1 = ReadData1;
assign Rd2 = ReadData2;
always @(posedge clk)
 begin
  case (AluCout)
   4'b0000: Result = Rd1 & Rd2;
   4'b0001: Result = Rd1 | Rd2;
   4'b0010: Result = Rd1 + Rd2;
   4'b0110: Result = Rd1 - Rd2;
  endcase 
      if(Result == 0)
        Zero = 1;
      else
        Zero = 0;
  end
endmodule
$ cat /design/flow/run.sh
#!/bin/bash
# OpenROAD 26Q1-2900-gdf79404cd8, Yosys 0.63+post, stock flow scripts
make -C /OpenROAD-flow-scripts/flow DESIGN_CONFIG=/design/flow/config.mk WORK_HOME=/design/flow/orfs finish
$ cat /design/flow/constraint.sdc
current_design ALU

set clk_period 30.9
set clk_io_pct 0.2

create_clock -name clk0 -period $clk_period [get_ports {clk}]

set non_clock_inputs [all_inputs -no_clocks]
set_input_delay [expr $clk_period * $clk_io_pct] -clock clk0 $non_clock_inputs
set_output_delay [expr $clk_period * $clk_io_pct] -clock clk0 [all_outputs]
$ cat /design/flow/config.mk
export PLATFORM = sky130hd
export DESIGN_NAME = ALU
export DESIGN_NICKNAME = ALU
export VERILOG_FILES = /design/flow/design.v
export SDC_FILE = /design/flow/constraint.sdc
export NUM_CORES = 4
export LEC_CHECK = 1
export CORE_UTILIZATION = 30
==> impl_metrics.ini <==
; implementation run metrics
[placed_design]
dp_hpwl_um = 33180
place_ws_ns = 17.71
place.port_buffers = 197
gp_congestion = 0.9936

[clock_network]
cts_tree = yes
clock_sinks = 65
post-cts-setup-buffers = 0
h-tree-depth = 3
cts_buffer_depth = 2
clk_latency_ns = 0.35
cts_resized = 0
cts-root-buf = clkbuf_16
numCtsBuffers = 9
cts_hold_buf = 0
cts.clk_slew.worst_paths_ns = 0.07

[logic_synthesis]
top_cell_area_share_pct = 14.21
yosysTopAreaCell = dfxtp_1
numSynthFlops = 65
area_leaders = dfxtp_1, ha_1, a21oi_1, o21ai_0, xnor2_1
flop_cell = dfxtp_1
synthCells = 1272
synth_cell_types = 77
edf_count = 0
most_common_cell = a21oi_1
top_cells_by_count = a21oi_1, nand2_1, o21ai_0
ys_warn_count = 1
synthArstFlopShare_pct = 0
seq_area_frac_synth_pct = 14.21
yosysChipArea_um2 = 9159
ys_cells = 1272
syn_area_um2 = 9159
syn_area_per_cell_um2 = 7.200

[floorplan]
die_area_um2 = 31230
rows = 63
die_width_um = 176.7
coreArea_um2 = 29870
fp_util_pct = 30.66
io_pins = 198
chipHeight_um = 176.7

[drt]
via_per_inst = 5.951
route.detailed.drc = 0
drt_iter0_drc = 975
final_antenna_net_count = 0
wl_per_cell_um = 22.80
via_count = 10760
dr.pass1.iters = 5
drt-total-wl_um = 41230
num_antenna_cells = 0

[final_timing]
finalSetupTns_ns = 0
hold_viol_final = 0
drv_slew = 0
fin_ws_ns = 17.79
fmax_ghz = 0.07626
setup_violations = 0
slew-limit-headroom_pct = 29.37
rsz0062_at_grt = no
fin_crit_ns = 13.11
tightestPinTransition_ns = 1.051
skew_ns = 0.009554
period_used_pct = 42.44

[global_route]
track_usage_pct = 26.62
grt_pass1_vias = 10190
grt_pass1_wl_um = 62200
overflow = 0
grt_start_max_net_pins = 48
antenna_found_initial = 1

[power]
p_per_area_nw_per_um2 = 43.53
ir_drop_mv = 0.02919
power.leakage_nw = 4.242

[worst_setup_path]
critPathKind = in2reg
cp_max_fo = 10
endpoint_kind = register
required_ns = 31.19
cp.arrival_ns = 13.40
start_kind = input pin

[status]
status = complete, no violations

[hold_path]
hold_path.class = reg2reg

[finish]
logic_area_um2 = 7425
fillers = 3110
drive_above_1_share_pct = 4.302
area_growth_pct = 27.98
seq_area_um2 = 1301

[job]
tool_warnings = 27
drv_cap = 0
-- placed cells by master (no fill, tap or decap), types with 17 or more instances in the layout --
cell type	n
nand3_1	17
a21oi_1	133
xor2_1	50
nor3_1	39
ha_1	66
a22oi_1	45
o21ai_0	107
nand2b_1	17
dfxtp_1	65
clkdlybuf4s50_1	196
maj3_1	49
nand4_1	45
nor2_1	92
nand2_1	112
xnor2_1	58
inv_1	28
-- sequential cells by signal, indices dropped and copies added, names as in the netlist --
name    cells
Result     64
Zero        1
-- logic make-up (layout without fill, tap and decap cells) --
| family | after synthesis | in the layout | share of synthesized area (%) |
|---|---|---|---|
| compound gates | 464 | 464 | 33.05 |
| simple gates | 409 | 409 | 22.45 |
| fa+ha+maj | 116 | 116 | 14.59 |
| xor+xnor | 108 | 108 | 10.33 |
| buf+inv | 106 | 252 | 4.932 |
| flops | 65 | 65 | 14.21 |
| mux | 4 | 4 | 0.4508 |
-- worst paths after layout --
check	from	slack [ns]	to	cells after the start
setup / recovery	ReadData2[11]	17.79	Zero	21
hold / removal	Result[43]	0.52	Result[43]	2
setup reg to reg	Result[4]	27.86	Zero	9
hold reg to reg	Result[43]	0.52	Result[43]	2
-- final cells by class --
| class | count | area share, % |
|---|---|---|
| multi-input cells | 1101 | 63.34 |
| flip-flops and latches | 65 | 11.10 |
| inverters | 28 | 0.8967 |
| well taps | 390 | 4.163 |
| repair buffers | 208 | 17.49 |
| clock inverters | 6 | 0.9714 |
| clock buffers | 10 | 2.039 |
-- per-stage QoR --
| step | hold WS [ns] | power, mW | area, um^2 | utilization, % | cells |
|---|---|---|---|---|---|
| floorplan | 0.4471 | 0.2546 | 9159 | - | 1272 |
| global route | 0.5475 | 0.5379 | 11720 | 39.23 | 1808 |
| finish | 0.5241 | 0.5103 | 11720 | 39.23 | 1808 |
| detailed placement | 0.5041 | 0.3760 | 11370 | 38.05 | 1792 |
| global placement | 0.5078 | 0.3791 | 11370 | 38.05 | 1792 |
| CTS | 0.5261 | 0.5084 | 11720 | 39.23 | 1808 |
-- routing by layer --
layer / routed length (um) / part of all wire [%] / track usage, % / vias up
met3: 4040 / 9.8 / 5.913 / 47
met5: 0 / 0 / 0 / -
met4: 827 / 2.0 / 4.777 / 0
met1: 19040 / 46 / 39.84 / 5052
met2: 17320 / 42 / 39.43 / 564
li1: - / - / - / 5096
-- report_power, final --
part,switching [mW],internal (mW)
logic,0.143,0.119
registers,0.0134,0.105
clock network,0.0486,0.0815
-- critical path, stage by stage --
cell,delay [ns]
clkdlybuf4s50_1,0.51
or3_1,0.43
or3_1,0.41
nor4_1,0.84
nand2_1,0.26
nor3_2,0.60
nand2_1,0.32
o21ai_0,0.31
xor2_1,0.17
ha_1,0.37
a21oi_1,0.35
o21ai_0,0.24
a221oi_1,0.50
a21oi_1,0.13
nor2_1,0.18
a21oi_1,0.08
xnor2_1,0.17
a21oi_1,0.11
or4_1,0.61
or4_1,0.46
nor3_2,0.15
Power figures rest on the tool's default switching activity, not on a simulated workload.
