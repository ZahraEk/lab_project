<file path="./run.sh">
#!/bin/bash
# OpenROAD 26Q1-2900-gdf79404cd8, Yosys 0.63+post, stock flow scripts
make -C /OpenROAD-flow-scripts/flow DESIGN_CONFIG=/design/flow/config.mk WORK_HOME=/design/flow/orfs finish
</file>
<file path="./config.mk">
export PLATFORM = sky130hd
export DESIGN_NAME = Pc
export DESIGN_NICKNAME = Pc
export VERILOG_FILES = /design/flow/design.v
export SDC_FILE = /design/flow/constraint.sdc
export NUM_CORES = 4
export LEC_CHECK = 1
export CORE_UTILIZATION = 30
</file>
<file path="./constraint.sdc">
current_design Pc

set clk_period 1.1
set clk_io_pct 0.2

create_clock -name clk0 -period $clk_period [get_ports {clk}]

set non_clock_inputs [all_inputs -no_clocks]
set_input_delay [expr $clk_period * $clk_io_pct] -clock clk0 $non_clock_inputs
set_output_delay [expr $clk_period * $clk_io_pct] -clock clk0 [all_outputs]
</file>
<file path="./design.v">
module Pc( clk , DataIns , PcOutput , Reset ,Write);
input clk , Reset,Write;
input [63:0] DataIns;
output  reg [63:0]  PcOutput;
always @(posedge clk)
begin
    if(Reset)
        PcOutput = 0 ;
    else
       if (Write)
         PcOutput = DataIns ;
end
endmodule
</file>
==> impl_metrics.csv <==
group,metric,value,unit
setup_path,reg2reg_to,"PcOutput[6]",
floorplanning,chipArea,7990,sq um
setup_path,reg2regPathDepth,2,
floorplanning,io_pins,131,
power,powerDensity,1383,nW/um^2
detailed_routing,num_antenna_cells,0,
detailed_routing,routed-via-count,1864,
setup_path,cp_top_family,"flip-flops",
clocking,cts.sinks,64,
power,leakage,1.755,nW
worst_hold_path,hold_class,"primary input to flip-flop",
setup_path,required,880,ps
timing,fin_worst_skew,0,ps
detailed_routing,drc,0,
global_routing,grt_pass1_wl,8010,microns
setup_path,path_cells,"clkdlybuf4s15_1",
clocking,clock_latency,330,ps
cells_and_area,layout-drive-gt1-share,0.2616,
global_routing,track_usage,0.1315,
run_status,status,"completed",
logic_synthesis,avgSynthCellArea,11.12,sq um
power,swShare,0.2056,
timing,timing.fmax,947.9,MHz
global_routing,antenna_found_initial,0,
global_routing,grt_max_degree,31,
logic_synthesis,yosys_warnings,1,
logic_synthesis,largest_area_cell,"dfxtp_1",
timing,slew_viol_final,0,
setup_path,critical_path_class,"flip-flop to output pin",
floorplanning,core_area,7331,sq um
floorplanning,die_h,89.39,microns
setup_path,regToRegStartpoint,"PcOutput[6]",
clocking,clk_pin_slew,70,ps
setup_path,crit_arrival,830,ps
job,warnings,26,
clocking,cts-root-buf,"clkbuf_8",
power,power,5.463,mW
setup_path,slowest_stage,"dfxtp_2",
global_routing,globalRouteOverflowTotal,0,
setup_path,max_stage_delay,330,ps
floorplanning,fp_util,0.3125,
timing,min_period,1055,ps
setup_path,crit_path_max_fanout,2,
logic_synthesis,ys_seq_frac,0.5593,
logic_synthesis,ys_seq_elements,64,
floorplanning,rows,31,
cells_and_area,regArea,1360,sq um
placed_design,place_congestion,0.7187,
setup_path,endpoint,"PcOutput[63]",
timing,rsz0062_at_grt,"false",
logic_synthesis,ys_cells,206,
timing,slew_headroom,0.8326,
power,intPower,4.340,mW
cells_and_area,syn_to_final_growth,72.42,%
clocking,clockBufferDepth,2,
setup_path,cp.depth,1,
timing,hold_slack,222.8,ps
global_routing,grt_pass1_vias,1724,
power,ir_drop,0.6789,mV
logic_synthesis,yosys_area,2291,sq um
logic_synthesis,top_cells_by_area,"dfxtp_1 56%, mux2i_1 28%, nor2_1 10%, buf_8 3.9%, buf_1 0.98%",
setup_path,crit_path_end_kind,"output pin",
detailed_routing,dr.pass1.iters,5,
setup_path,cp-startpoint,"PcOutput[63]",
detailed_routing,wl,5354,microns
logic_synthesis,syn_area,2291,sq um
clocking,cts_buffers,9,
detailed_routing,wl_per_cell,12.09,microns
timing,setup_viol,0,
timing,max_slew.worst_pin.slew,251.1,ps
logic_synthesis,yosys.area.top_type_share,0.5593,
clocking,h-tree-depth,3,
setup_path,start_kind,"flip-flop",
job,cap_violations,0,
detailed_routing,antenna_left,0,
cells_and_area,fillerInstances,620,
timing,hold_viol,0,
power,power_frac_clock,0.398,
setup_path,r2r_setup_slack,480,ps
timing,setup_tns,0,ps
power,comb_power_share,0.136,
placed_design,portBuffers,130,
detailed_routing,vias_per_cell,4.208,
logic_synthesis,syn_inst,206,
power,seqPwrFrac,0.466,
logic_synthesis,synth_cell_types,7,
power,switchingPower,1.123,mW
cells_and_area,comb_area,880.8,sq um
clocking,cts_tree,"done",
placed_design,dp_hpwl,3732,microns
floorplanning,die_w,89.39,microns
cells_and_area,largest_register_ffs,64,
setup_path,crit_buf_inv,1,
timing,finalCritPeriodShare,0.9591,
detailed_routing,first_iter_violations,22,
==> cells in the final DEF (no fill, tap or decap) <==
master           netlist  layout
clkbuf_8               0      10
dfxtp_2                0      63
buf_4                  0       2
nor2_1                64      64
dfxtp_1               64       1
buf_12                 0       5
mux2i_1               64      64
clkbuf_1               0       3
buf_2                  0       1
clkdlybuf4s50_1        0      64
bufinv_16              0       2
clkbuf_2               1       6
clkinv_2               0       1
clkdlybuf4s15_1        0      58
==> stage by stage <==
step | utilization | instances | setup WS [ps] | instance area (sq um)
after floorplan | - | 206 | 225.9 | 2291
after global placement | 0.5030 | 427 | 73.12 | 3687
after detailed placement | 0.5030 | 427 | 64.77 | 3687
after CTS | 0.5424 | 443 | -32.98 | 3976
after global routing | 0.5388 | 443 | 0.3914 | 3950
final | 0.5388 | 443 | 45.04 | 3950
==> power groups by stage <==
stage / sequential, mW / combinational, mW / clock (mW)
CTS: 2.54 / 0.764 / 2.26
global route: 2.56 / 0.821 / 2.35
finish: 2.55 / 0.744 / 2.17
==> cells by family (layout without fill, tap and decap cells) <==
logic type / count (synthesis) / count (layout) / synth area share
buf+inv: 14 / 152 / 0.05625
mux: 64 / 64 / 0.2796
flops: 64 / 64 / 0.5593
simple gates: 64 / 64 / 0.1049
==> worst min path at each step <==
stage     start            to  slack (ps)  depth (start not counted)
4_1_cts   Reset  PcOutput[50]         200                          2
5_1_grt   Reset  PcOutput[46]         220                          2
6_report  Reset  PcOutput[46]         220                          2
==> area by class of cell <==
type                       instances  area share
clock inverter                     3     0.01647
sequential                        64      0.3443
tap                               99     0.03136
multi-input combinational        128      0.2230
clock buffer                      13     0.03769
timing repair buffer             136      0.3472
==> Yosys cell counts (all sizes together) <==
library cell	instances
buf	13
mux2i	64
nor2	64
dfxtp	64
clkbuf	1
==> repair_timing <==
item,in CTS,in global routing
gates resized,188,9
gates cloned,0,0
hold buffers,0,0
setup endpoints to repair,64,8
setup buffers,0,0
==> per-layer routing <==
layer	GRT usage	part of all wire
met1	0.1641	0.43
met2	0.2228	0.45
met3	0.04494	0.091
met4	0.03175	0.022
met5	0	0
Power and IR drop assume default switching activity.
